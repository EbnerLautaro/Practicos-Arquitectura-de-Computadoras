`flow/config.mk`:
```
export PLATFORM = sky130hd
export DESIGN_NAME = imem
export DESIGN_NICKNAME = imem
export VERILOG_FILES = /design/flow/design.v
export SDC_FILE = /design/flow/constraint.sdc
export NUM_CORES = 4
export LEC_CHECK = 1
export CORE_AREA = 10 10 83 83
export DIE_AREA = 0 0 93 93
export SYNTH_HDL_FRONTEND = slang
```
`flow/constraint.sdc`:
```
current_design imem

set clk_period 1.9
set clk_io_pct 0.2

create_clock -name clk0 -period $clk_period

set non_clock_inputs [all_inputs -no_clocks]
set_input_delay [expr $clk_period * $clk_io_pct] -clock clk0 $non_clock_inputs
set_output_delay [expr $clk_period * $clk_io_pct] -clock clk0 [all_outputs]
```
`flow/design.v`:
```
module imem 
#(parameter N=32)
(
	input logic [5:0] addr,
	output logic [N-1:0] q 
);
	logic [N-1:0] ROM [0:63] = '{default: 32'b0};	
	initial begin
		ROM [0:46] ='{	32'hf8000001,
						32'hf8008002,
						32'hf8000203,
						32'h8b050083,
						32'hf8018003,
						32'hcb050083,
						32'hf8020003,
						32'hcb0a03e4,
						32'hf8028004,
						32'h8b040064,
						32'hf8030004,
						32'hcb030025,
						32'hf8038005,
						32'h8a1f0145,
						32'hf8040005,
						32'h8a030145,
						32'hf8048005,
						32'h8a140294,
						32'hf8050014,	
						32'haa1f0166,
						32'hf8058006,
						32'haa030166,
						32'hf8060006,
						32'hf840000c,
						32'h8b1f0187,
						32'hf8068007,
						32'hf807000c,
						32'h8b0e01bf,
						32'hf807801f,
						32'hb4000040,
						32'hf8080015,
						32'hf8088015,
						32'h8b0103e2,
						32'hcb010042,
						32'h8b0103f8,
						32'hf8090018,
						32'h8b080000,
						32'hb4ffff82,
						32'hf809001e,
						32'h8b1e03de,
						32'hcb1503f5,
						32'h8b1403de,
						32'hf85f83d9,
						32'h8b1e03de,
						32'h8b1003de,
						32'hf81f83d9,
						32'hb400001f};
	end
	assign q = ROM[addr];
endmodule 
```
`flow/run.sh`:
```
#!/bin/bash
# OpenROAD 26Q1-2900-gdf79404cd8, Yosys 0.63+post, stock flow scripts
make -C /OpenROAD-flow-scripts/flow DESIGN_CONFIG=/design/flow/config.mk WORK_HOME=/design/flow/orfs finish
```
==> run notes <==
run results: Period Utilization, post-route=1.130, critical path type=in -> out, CP Cell Sequence=buf_8, clkinvlp_4, buf_6, ha_1, nor2_1, o21ai_1, a32oi_2, nand2_1, clkdlybuf4s15_1, Slew @ Worst Pin=around 0.36 ns, hold wc startpoint=addr[5], Avg Inst Size Synth=6.378 um2, AND/OR/NAND/NOR Cells, Area Fraction=0.2674, Diodes inserted=0, cell family with most CP delay=buffers and inverters, Worst Setup Slack post-DPL=-1.090 ns, core area=0.005140 mm2, CLK BUF=0, Synth warnings=0, largest net degree at the start of global routing=15, Crit path largest cell delay=0.22 ns, first-pass GRT wire length=12850 um, row count=26, Hold Path Depth=4, VDD IR-drop max=0.0001312 V, WL final=about 8400 um, Area Overhead vs Synth=115.8%, total grt overflow=0, antenna viol nets, final=0, Hold Path Sink=q[31], max-cap viol count=0, Fill cells=374, CP bufs+invs=4, Power Dens Cells=241.6 mW/mm2, crit end category=output pin, mux frac, synth=0.02778, initial DRC count=roughly 290, setup violators final=20, Top area cell types=ha_1 13%, a21oi_1 7.6%, o211ai_1 6.8%, Post-synth top cells=22 x a21oi_1, 22 x nand2_1, 20 x nor2_1, total power=around 0.75 mW, vias in the first global route=2387, logic area=between 0.0015 and 0.002 mm2, per-cell routed wire length=just over 20 um, DR pass1 iterations=5, fin crit period=2.146 ns, layout cell share with drive strength beyond 1=0.6122, comb area leader=AND-OR/OR-AND gates, count of flip-flops and latches=0, Leak=1.386 nW, vias per cell=around 6.2, Min-Delay Path Class=in -> out, leading area contributor after synthesis=ha_1, RSZ-0062 raised after global routing=true, # port buffers=38, nature of the critical path startpoint=input port, sequential cell area=0 um2, tool warning count=47, Max-area cell share=0.1302, Synth Area in XOR/XNOR=0, synthesized area=0.001441 mm2, Final Util=0.6052, yosys stat chip area=0.001441 mm2, CP Max Fanout=5, FP Util=0.2804, chip width=~93 um, fa+ha+maj area frac=0.1302, vias=2559, Worst EP arrival=1.77 ns, fin. max-slew vios=0, Distinct cells, synth=47, status=complete, but fails checks, die area=between 0.008 and 0.009 mm2, Chip Height=93 um, Post-Synth AOI/OAI Area=0.4340, yosys cell count=226, number of antenna violations at the first check in global routing=0, Fmax achieved=465.9 MHz, failing checks=negative setup slack, CP required=1.52 ns, Cells after Synth=about 230, Fin. Hold Viols=0, global-route usage over all layers=0.1799, GP Congestion=~1.1, fin worst setup slack=-0.2463 ns, DP HPWL=5050 um, Ports=38, sequential area share after synthesis=0, DRC=0, Hold WS=1.304 ns, slowest CP cell=a32oi_2, max_slew headroom=0.7545
layer usage:
layer / track usage / vias up / share of wire / routed length (um)
li1: - / 1091 / - / -
met4: 0.05141 / 0 / 0.032 / 265
met5: 0 / - / 0 / 0
met1: 0.2465 / 1193 / 0.41 / 3431
met3: 0.03312 / 35 / 0.13 / 1091
met2: 0.2810 / 240 / 0.43 / 3593
worst max-delay path by stage:
stage	start	slack, ns	depth (start not counted)	end
after CTS	addr[0]	-0.24	8	q[15]
after global routing	addr[0]	-0.28	7	q[30]
final	addr[0]	-0.25	9	q[28]
through the flow:
step	TNS [ns]	instance area (um2)	std cells
detailed placement	-29.28	2292	376
floorplan	-0.001608	1458	226
CTS	-2.438	3022	410
finish	-3.178	3110	413
global route	-4.166	3110	413
global placement	-29.36	2292	376
layout make-up:
class,count,share of cell area
inverter,7,0.01207
multi-input combinational,192,0.5511
tap,70,0.02816
timing repair buffer,144,0.4087
report_power, final:
group          internal (mW)  leakage [nW]  switching, mW
Sequential                 0             0              0
Combinational          0.393          1.39          0.358
Clock                      0             0              0
cells by family after synthesis:
kind of cell,after synthesis
compound gates,94
simple gates,79
buf+inv,34
fa+ha+maj,15
mux,4
tightest hold or removal path, cell delays in order:
cell and delay (ns):
buf_2 0.19, buf_4 0.19, o21ai_1 0.06, buf_2 0.09
cells in the final DEF, fill, tap and decap left out, types with 4 or more instances in the layout:
cell type and instances:
nand2_2 5, o211ai_1 13, ha_4 10, buf_6 25, buf_4 72, mux2i_1 4
o221ai_1 4, o21ai_2 7, buf_8 6, dlygate4sd2_1 9, o21ai_1 7, buf_12 4
nand2_1 17, nor2_1 18, o21ai_0 7, buf_2 22, nand2b_4 10, a21oi_2 7
a21oi_1 13
timing repair:
| action | CTS | global route |
|---|---|---|
| hold buffers | 0 | 0 |
| setup endpoints to repair | 32 | 28 |
| gates cloned | 3 | 0 |
| pin swaps | 45 | 19 |
| resized | 230 | 23 |
| setup buffers | 32 | 3 |
No activity file was given, so power comes from the tool's default toggle rates.
