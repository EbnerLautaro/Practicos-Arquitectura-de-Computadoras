==> /design/flow/design.v <==
module adder 
#(parameter N = 64)
(
	input logic [N-1:0] a, b,
	output logic [N-1:0] y
);
	assign y = a + b;
endmodule
module alu
(
	input logic [63:0] a,
	input logic [63:0] b,
	input logic [3:0] ALUControl,
	output logic [63:0] result,
	output logic zero
);
	always_comb begin 
		casez(ALUControl)
			4'b0000: result = a & b;	
			4'b0001: result = a | b;
			4'b0010: result = a + b;
			4'b0110: result = a - b;
			4'b0111: result = b;
			default: result = 'b1;
		endcase
		zero = result === 'b0 ? 1 : 0;
	end
endmodule
module execute
(
	input logic AluSrc,
	input logic [3:0] AluControl,
	input logic [63:0] PC_E, signImm_E, readData1_E, readData2_E,
	output logic [63:0] PCBranch_E, aluResult_E, writeData_E,
	output logic zero_E
);
	logic [63:0] mux_out;
	logic [63:0] sl2_out;
	sl2 #(.N(64)) ShiftLeft2(
		.a(signImm_E),
		.y(sl2_out)
	);
	adder #(.N(64)) Add(
		.a(sl2_out),
		.b(PC_E),
		.y(PCBranch_E)
	);
	mux2 #(.N(64)) MUX(
		.d0(readData2_E),
		.d1(signImm_E),
		.s(AluSrc),
		.y(mux_out)
	);
	alu	ALU (
		.a(readData1_E),
		.b(mux_out),
		.ALUControl(AluControl),
		.result(aluResult_E),
		.zero(zero_E)
	);
endmodule 
module mux2 
#(parameter N = 64)
(
	input logic [N-1:0] d0, d1,
	input logic s,
	output logic [N-1:0] y
);
	assign y = s ? d1 : d0;
endmodule
module sl2 
#(parameter N = 64)
(
	input logic [N-1:0] a,					
	output logic [N-1:0] y
);
	assign y[0] = 1'b0;
	assign y[1] = 1'b0;
	assign y[N-1:2] = a[N-3:0];
endmodule
==> /design/flow/run.sh <==
#!/bin/bash
# OpenROAD 26Q1-2900-gdf79404cd8, Yosys 0.63+post, stock flow scripts
make -C /OpenROAD-flow-scripts/flow DESIGN_CONFIG=/design/flow/config.mk WORK_HOME=/design/flow/orfs finish
==> /design/flow/config.mk <==
export PLATFORM = sky130hd
export DESIGN_NAME = execute
export DESIGN_NICKNAME = execute
export VERILOG_FILES = /design/flow/design.v
export SDC_FILE = /design/flow/constraint.sdc
export NUM_CORES = 4
export LEC_CHECK = 1
export CORE_AREA = 10 10 242 242
export DIE_AREA = 0 0 252 252
export SYNTH_HDL_FRONTEND = slang
==> /design/flow/constraint.sdc <==
current_design execute

set clk_period 29.0
set clk_io_pct 0.2

create_clock -name clk0 -period $clk_period

set non_clock_inputs [all_inputs -no_clocks]
set_input_delay [expr $clk_period * $clk_io_pct] -clock clk0 $non_clock_inputs
set_output_delay [expr $clk_period * $clk_io_pct] -clock clk0 [all_outputs]
==> results_slide.txt <==
Physical Implementation Snapshot

Finish
  • Clkbuf count: 0
  • FILL cells: 5741
  • FF/Latch Area: 0 sq um
  • Share of cells above drive strength 1: 0.0479
  • Highest-count logic cell in the final layout: clkdlybuf4s50_1
  • Seq cells: 0
  • Top Layout Cells: clkdlybuf4s50_1 (385), nand2_1 (221), a21oi_1 (188), o21ai_0 (157), nor2_1 (147)
  • Gate Area: 0.0117 sq mm
  • Area Overhead vs Synth: 33.3%

Global routing
  • GRT Resource Usage Total: 0.224
  • Antenna violations before repair: 18
  • Largest net degree at the start of global routing: 53
  • Vias in the first global route: 15500
  • First-pass GRT wire length: 105 mm
  • Global route total overflow: 0

Routing
  • Detail Route Antenna Nets: 0
  • Routed vias/inst: 5.44
  • Iteration-0 DRC Markers: 1130
  • TritonRoute pass-1 iters: 7
  • Via Count: 15800
  • Number of remaining DRC errors: 0
  • Wirelength per Cell: 25.2 microns
  • Total Wirelength: 73.4 mm

Final timing
  • Period utilisation layout: 0.654
  • Final min period: 18.96 ns
  • RSZ-0062 raised after global routing: false
  • Endpoints failing setup: 0
  • Peak Freq: 52.7 MHz
  • Relative max-transition margin: 0.392
  • Slew of the pin with the lowest slew margin: 0.902 ns
  • Final WS setup: 10.04 ns
  • Fin Setup TNS: 0 ns
  • Hold Fails Final Rpt: 0
  • Slew Viols, Final: 0

Flow run
  • Max Cap Viol: 0
  • Tool warning count: 34

Placed design
  • HPWL Detailed: 64.4 mm
  • I/O Buffers: 386
  • Gpl congestion: 1.01
  • Post-Place Worst Slack: 10.17 ns

Clock network
  • Post_cts resized: 0
  • Post CTS Setup Buffer Count: 0
  • Cts hold-fix bufs: 0

Yosys
  • Yosys cell count: 1911
  • Synth Instances: 1911
  • Synth warn: 64
  • Synthesized area per cell: 6.59 sq um
  • Synthesis area per yosys: 0.0126 sq mm
  • Register area share after synthesis: 0
  • Cell variety after synth: 97
  • Synthesized cell area: 0.0126 sq mm

Power and ir drop
  • Max IR drop VDD: 0.00000817 V
  • PD cells: 24.3 mW/mm^2
  • Static Leak: 0.00679 uW

Die
  • Die area: 0.0635 sq mm
  • FP Util: 0.238
  • Row cnt: 84
  • Die Wd: 252 microns
  • Die Height: 252 microns
  • Core area: 0.0530 sq mm
  • IO Count: 454

Setup path
  • CP required: 23.20 ns
  • Startpoint types: primary input
  • Worst-path fanout max: 52
  • Setup crit end kind: output port
  • CP Data Arrival Time: 13.16 ns
  • Setup CP Type: primary input to output port

Outcome
  • Status: finished clean

Min path
  • Worst Hold Class: primary input to output port
  • Hold path cells: 0
  • Hold Path End: PCBranch_E[1]
  • Hold path start: PC_E[1]
-- cells by family (layout without fill, tap and decap cells) --
group	count (synthesis)	after routing	share of synthesized area
compound gates	677	677	0.345
simple gates	660	660	0.261
buf+inv	210	451	0.0881
xor+xnor	151	151	0.106
fa+ha+maj	131	131	0.131
mux	81	81	0.0696
other cells	1	72	0.000298
-- routing by layer --
layer,part of all wire,GRT usage,vias to the layer above
met5,0.0017,0,-
met1,0.40,0.270,7380
met4,0.032,0.0677,22
li1,-,-,7586
met3,0.089,0.0603,105
met2,0.47,0.381,753
-- synth_stat cells, types with 10 or more instances --
| cell type | instances | share of area |
|---|---|---|
| nor4_1 | 14 | 0.0070 |
| buf_2 | 15 | 0.0060 |
| clkbuf_1 | 70 | 0.021 |
| a21boi_0 | 10 | 0.0060 |
| nor2_1 | 147 | 0.044 |
| mux2i_1 | 55 | 0.044 |
| a31oi_1 | 32 | 0.016 |
| a21oi_1 | 188 | 0.075 |
| o31ai_1 | 20 | 0.012 |
| a21o_1 | 80 | 0.048 |
| mux2_2 | 23 | 0.021 |
| or3_1 | 10 | 0.0050 |
| xor2_1 | 57 | 0.040 |
| nand2b_1 | 14 | 0.0070 |
| o21ai_0 | 158 | 0.063 |
| and2_1 | 13 | 0.0065 |
| inv_1 | 45 | 0.013 |
| o22ai_1 | 16 | 0.0079 |
| nand3_1 | 36 | 0.014 |
| o21a_1 | 17 | 0.010 |
| nor3b_1 | 11 | 0.0066 |
| xnor2_1 | 93 | 0.065 |
| buf_4 | 68 | 0.041 |
| nand2_1 | 221 | 0.066 |
| a211oi_1 | 26 | 0.015 |
| or2_2 | 13 | 0.0065 |
| and3_1 | 22 | 0.011 |
| ha_1 | 127 | 0.13 |
| o21bai_1 | 24 | 0.014 |
| nor3_1 | 57 | 0.023 |
| nand4_1 | 39 | 0.019 |
| nor2b_1 | 21 | 0.010 |
-- through the flow --
| step | cells | hold WS (ns) | power (uW) | utilization | area, sq um |
|---|---|---|---|---|---|
| 2_1_floorplan | 1974 | 11.67 | 228 | - | 12800 |
| 3_3_place_gp | 2903 | 11.60 | 408 | 0.317 | 16800 |
| 3_5_place_dp | 2903 | 11.60 | 405 | 0.317 | 16800 |
| 4_1_cts | 2903 | 11.60 | 409 | 0.317 | 16800 |
| 5_1_grt | 2906 | 11.60 | 445 | 0.317 | 16800 |
| 6_report | 2911 | 11.60 | 409 | 0.317 | 16800 |
-- worst max-delay path, cell delays in order --
cell and delay [ns]:
buf_4 0.24, buf_4 0.63, buf_4 0.63, nor3b_2 0.31, o221ai_1 0.16, or2_2 0.35
nor3_1 0.26, and3_1 0.26, nand2_1 0.09, o21ai_1 0.29, o21ai_1 0.20, xor2_1 0.21
ha_1 0.42, nand2_1 0.15, o21ai_0 0.28, or2_2 0.17, o22ai_1 0.10, or4_1 0.42
a21oi_1 0.22, o21ai_1 0.15, nor2b_1 0.17, xnor2_1 0.17, a221oi_1 0.30, or4bb_1 0.52
nor2_1 0.10, clkdlybuf4s50_1 0.48
-- worst max-delay path by stage --
stage	cells past startpoint	to	startpoint	slack, ns
4_1_cts	26	zero_E	AluSrc	10.14
5_1_grt	25	zero_E	AluSrc	9.46
6_report	26	zero_E	AluSrc	10.04
-- where the power goes --
group          internal (uW)  switching, uW
clock              0.0000372              0
sequential                 0              0
combinational            188            221
-- cell type report --
class	count	area share
Multi-Input combinational cell	1764	0.699
Timing Repair Buffer	406	0.239
Tap cell	688	0.0513
Inverter	45	0.0101
Antenna cell	8	0.00119
No activity file was given, so power comes from the tool's default toggle rates.
