### flow/run.sh
#!/bin/bash
# OpenROAD 26Q1-2900-gdf79404cd8, Yosys 0.63+post, stock flow scripts
make -C /OpenROAD-flow-scripts/flow DESIGN_CONFIG=/design/flow/config.mk WORK_HOME=/design/flow/orfs finish
### flow/config.mk
export PLATFORM = sky130hd
export DESIGN_NAME = regfile
export DESIGN_NICKNAME = regfile
export VERILOG_FILES = /design/flow/design.v
export SDC_FILE = /design/flow/constraint.sdc
export NUM_CORES = 4
export LEC_CHECK = 1
export CORE_UTILIZATION = 30
export SYNTH_HDL_FRONTEND = slang
### flow/constraint.sdc
current_design regfile

set clk_period 12.3
set clk_io_pct 0.2

create_clock -name clk0 -period $clk_period [get_ports {clk}]

set non_clock_inputs [all_inputs -no_clocks]
set_input_delay [expr $clk_period * $clk_io_pct] -clock clk0 $non_clock_inputs
set_output_delay [expr $clk_period * $clk_io_pct] -clock clk0 [all_outputs]
### flow/design.v
module regfile
(
	input logic clk, we3,
	input logic [4:0] ra1, ra2, wa3,
	input logic [63:0] wd3,
	output logic [63:0] rd1, rd2
);
	logic [63:0] X [0:31] = '{
		64'd0 , 64'd1 , 64'd2 , 64'd3 , 64'd4 , 64'd5 , 64'd6 , 64'd7 , 64'd8 , 64'd9 ,
		64'd10, 64'd11, 64'd12, 64'd13, 64'd14, 64'd15, 64'd16, 64'd17, 64'd18, 64'd19,
		64'd20, 64'd21, 64'd22, 64'd23, 64'd24, 64'd25, 64'd26, 64'd27, 64'd28, 64'd29,
		64'd30, 64'd0
	};
	assign rd1 = X[ra1];
	assign rd2 = X[ra2];
	always_ff @(posedge clk) begin
		if (we3 == 1'b1 && wa3 !=  5'b11111) begin
			X[wa3] <= wd3;
		end
	end
endmodule
==> run_results.csv <==
group,metric,value,unit
run_status,status,"finished, final reports clean",
placement,port_buffers,208,
layout,syn_to_final_growth,15.2,%
route,drt_iter0_markers,3256,
worst_setup_path,crit_end,"rd2[22]",
layout,design_area,108000,µm²
placement,place_area,102000,µm²
route,drt_pre_antenna_iters,5,
yosys,synthArstFlopShare,0,
timing,setup_viol,0,
yosys,ys_warn_count,0,
clocking,cts_sinks,2048,
clocking,cts_tree,"done",
timing,finalClockPeriodUsage,0.723,
placement,globalplace.congestion,0.860,
clocking,clkTransAtPathRegs,60,ps
power_and_ir_drop,p_total,15.1,mW
yosys,synth-seq-area-share,0.654,
layout,drive_gt1_frac,0.348,
floorplanning,die_h,562,µm
route,drtAntennaViolNets,0,
global_route,grt_overflow,0,
clocking,numCtsBuffers,201,
yosys,avgSynthCellArea,21.9,µm²
floorplanning,ios,209,
run,maxCapViolCount,0,
worst_setup_path,startpoint,"ra2[1]",
yosys,synth.cell_area,94100,µm²
yosys,yosysTopAreaCellShare,0.654,
yosys,ys_cells,4295,
floorplanning,fp-row-count,205,
route,post_drt_wl_per_cell,33.1,µm
clocking,postCtsSetupRepairBufs,0,
global_route,grt_pass1_vias,56400,
route,drt_wl_total,297000,µm
yosys,ys_ff,2048,
timing,hold_viol_final,0,
run,warning_count,26,
yosys,edf_count,2048,
global_route,grt_usage,0.203,
power_and_ir_drop,pwr-share-comb,0.093,
placement,place_hpwl,172000,µm
timing,max_slew_margin,0.250,
worst_setup_path,crit_arrival,6440,ps
global_route,grt_max_degree,88,
clocking,ctsResizeCount,0,
power_and_ir_drop,p_switching,3.42,mW
min_path,hold_path_class,"input pin to flop",
floorplanning,fp_util,0.302,
route,via_count,49800,
clocking,cts_hold_buf,0,
timing,tns,0,ps
timing,tightest_slew,1130,ps
layout,postLayoutCoreUtil,0.347,
yosys,top_area_cell,"edfxtp_1",
worst_setup_path,endpoint_kind,"primary output",
timing,max_freq,0.112,GHz
power_and_ir_drop,ir_worst_vdd,0.000106,V
yosys,syn_inst,4295,
yosys,yosysChipArea,94100,µm²
layout,regMostFlops,"X",
route,route.detailed.drc,0,
worst_setup_path,start_kind,"input pin",
power_and_ir_drop,internal-power,11.7,mW
floorplanning,core_area,312000,µm²
worst_setup_path,worstPathRequired,9840,ps
worst_setup_path,path_class,"input pin to primary output",
global_route,grt_pass1_wl,419000,µm
power_and_ir_drop,leakage,33.8,nW
floorplanning,die_w,562,µm
timing,holdWs,2420,ps
yosys,synth.distinct_cells,37,
layout,largest_reg_flops,2048,
timing,rsz0062_at_grt,"false",
layout,largest_registers,"X (2048)",
power_and_ir_drop,pwr_density_cell,139,nW/µm²
worst_setup_path,cp_max_fo,59,
timing,slew_violations,0,
power_and_ir_drop,p_clk_frac,0.388,
power_and_ir_drop,switching_share,0.227,
global_route,antenna_found_initial,31,
power_and_ir_drop,p_seq_frac,0.519,
timing,layout_min_cycle_time,8900,ps
clocking,htreeDepth,4,
floorplanning,dieArea,316000,µm²
clocking,root_buffer,"clkbuf_16",
yosys,post-synth-top-count-cell,"edfxtp_1",
yosys,top_cells_by_area,"edfxtp_1 65%, mux4_2 25%, mux2i_1 3.8%",
yosys,ff_type,"edfxtp_1",
route,via_per_inst,5.54,
yosys,top_cells_by_count,"2048 x edfxtp_1, 1046 x mux4_2, 359 x mux2i_1, 140 x buf_2, 91 x clkbuf_1",
clocking,clk_path_buf_depth,4,
==> metal layers <==
| layer | share of wire | GRT usage | up-vias |
|---|---|---|---|
| met2 | 0.47 | 0.304 | 3883 |
| met1 | 0.29 | 0.203 | 25400 |
| met3 | 0.20 | 0.181 | 596 |
| met4 | 0.038 | 0.0585 | 45 |
| met5 | 0.0040 | 0.0274 | - |
| li1 | - | - | 19900 |
==> area by class of cell <==
type,count,area [µm²]
Tap cell,4140,5180
Multi-Input combinational cell,1966,31400
Inverter,1,11.3
Clock buffer,236,5180
Antenna cell,8,20.0
Fill cell,28500,204000
Timing Repair Buffer,478,4310
Clock inverter,110,826
Sequential cell,2048,61500
==> power groups by stage <==
stage         logic [mW]  clock network (mW)  registers [mW]
CTS                 1.43                5.95            7.82
global route        1.51                6.21            7.83
finish              1.41                5.86            7.82
==> worst min path at each step <==
| stage | cells after the start | slack, ps | end | from |
|---|---|---|---|---|
| global route | 2 | 2420 | X[31][18] | wd3[18] |
| CTS | 2 | 2370 | X[15][25] | wd3[25] |
| finish | 2 | 2420 | X[17][8] | wd3[8] |
==> worst max-delay path, stage by stage <==
cell	delay, ps
buf_8	430
buf_4	610
buf_4	570
mux2_2	250
o22ai_1	70
o41ai_1	450
a211oi_1	120
nor4_2	740
clkdlybuf4s50_1	620
==> stage by stage <==
stage | std cells | worst slack (ps)
final | 8987 | 3400
after global routing | 8982 | 3260
after floorplan | 4358 | 5790
after CTS | 8979 | 3310
after detailed placement | 8633 | 3330
after global placement | 8632 | 2490
==> cell families (layout without fill, tap and decap cells) <==
family | count (synthesis) | after routing | synth area share
AND/OR/NAND/NOR | 172 | 172 | 0.00822
multiplexers | 1456 | 1456 | 0.295
other | 1 | 72 | 0.0000399
flip-flops | 2048 | 2048 | 0.654
buffers and inverters | 344 | 825 | 0.0189
AND-OR/OR-AND | 274 | 274 | 0.0241
==> layout by cell type (no fill, tap or decap), types with 4 or more instances in the layout <==
| master | count |
|---|---|
| a211o_1 | 5 |
| a211oi_1 | 8 |
| a21o_1 | 4 |
| a221oi_1 | 89 |
| a22o_1 | 34 |
| a22oi_1 | 23 |
| a32o_1 | 35 |
| buf_12 | 14 |
| buf_4 | 259 |
| buf_8 | 5 |
| bufinv_16 | 12 |
| clkbuf_1 | 34 |
| clkbuf_16 | 202 |
| clkdlybuf4s50_1 | 198 |
| clkinv_1 | 59 |
| clkinv_2 | 31 |
| conb_1 | 64 |
| diode_2 | 8 |
| edfxtp_1 | 2048 |
| mux2_2 | 51 |
| mux2i_1 | 359 |
| mux4_2 | 1046 |
| nand2_1 | 80 |
| nand3b_1 | 5 |
| nor2_1 | 10 |
| nor2_4 | 34 |
| nor2b_1 | 12 |
| nor2b_4 | 6 |
| o21a_1 | 26 |
| o22ai_1 | 35 |
No activity file was given, so power comes from the tool's default toggle rates.
